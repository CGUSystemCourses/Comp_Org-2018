File: run.sh
#!/bin/bash
# OpenROAD 26Q1-2900-gdf79404cd8, Yosys 0.63+post, stock flow scripts
make -C /OpenROAD-flow-scripts/flow DESIGN_CONFIG=/design/flow/config.mk WORK_HOME=/design/flow/orfs finish
File: config.mk
export PLATFORM = sky130hd
export DESIGN_NAME = demo_top
export DESIGN_NICKNAME = demo_top
export VERILOG_FILES = /design/flow/design.v
export SDC_FILE = /design/flow/constraint.sdc
export NUM_CORES = 4
export LEC_CHECK = 1
export CORE_AREA = 10 10 70 70
export DIE_AREA = 0 0 80 80
File: constraint.sdc
current_design demo_top

set clk_period 1.4
set clk_io_pct 0.2

create_clock -name clk0 -period $clk_period [get_ports {clk}]

set non_clock_inputs [all_inputs -no_clocks]
set_input_delay [expr $clk_period * $clk_io_pct] -clock clk0 $non_clock_inputs
set_output_delay [expr $clk_period * $clk_io_pct] -clock clk0 [all_outputs]
File: design.v
module demo_top (segdisp, en, reset, clk);
output	[7:0]	segdisp;
output	[3:0]	en;
input			reset;
input			clk;
seven_dis_4 u_senven_dis (
	.clean (reset),
	.clk (clk),
	.twinkle_select (4'b0000),
	.num1 (4'h1),
	.num2 (4'h2),
	.num3 (4'h3),
	.num4 (4'h4),
	.light_select (en),
	.light (segdisp)
);
endmodule
module seven_display
(
    output reg  [7:0]  display,
    input       [3:0]  num,
    input              enable
);
always @(*) begin
    if(enable == 1'b1) begin
        case (num)
            4'b0000: display = 8'b11111100;
            4'b0001: display = 8'b01100000;
            4'b0010: display = 8'b11011010;
            4'b0011: display = 8'b11110010;
            4'b0100: display = 8'b01100110;
            4'b0101: display = 8'b10110110;
            4'b0110: display = 8'b10111110;
            4'b0111: display = 8'b11100100;
            4'b1000: display = 8'b11111110;
            4'b1001: display = 8'b11110110;
            4'b1010: display = 8'b11101110;
            4'b1011: display = 8'b00111110;
            4'b1100: display = 8'b10011100;
            4'b1101: display = 8'b01111010;
            4'b1110: display = 8'b11011110;
            4'b1111: display = 8'b10001110;
        endcase
    end
    else
        display = 7'b0;
end
endmodule
module seven_dis_4
#(parameter FREQ=1000, INPUT_WIDTH=4, OUTPUT_WIDTH=8)
(
    input                            clean,
    input                            clk,
    input       [3:0]                twinkle_select,
    input       [INPUT_WIDTH-1: 0]   num1,
    input       [INPUT_WIDTH-1: 0]   num2,
    input       [INPUT_WIDTH-1: 0]   num3,
    input       [INPUT_WIDTH-1: 0]   num4,
    output      [3:0]                light_select,
    output      [OUTPUT_WIDTH-1: 0]  light
);
reg twinkle;
reg [9:0] twinkle_count;
always @(posedge clk) begin
    if(clean == 1'b1) begin 
        twinkle_count = 10'b0;
        twinkle = 1'b0;
    end
    else begin
        if(twinkle_count == FREQ) begin
            twinkle_count = 10'b0;
            twinkle = ~twinkle;
        end
        else
            twinkle_count = twinkle_count + 1;
    end
end
reg  [3:0]  shift_select;
reg  [INPUT_WIDTH-1: 0] show_num;
wire [OUTPUT_WIDTH-1: 0] output_show_num;
always @(posedge clk) begin
    if(clean == 1'b1) begin
        shift_select = 4'b1000;
    end
    else 
        shift_select = {shift_select[0], shift_select[3:1]};
end
reg light_enable;
always @(*) begin
    case (shift_select)
        4'b0001: show_num = num1;
        4'b0010: show_num = num2;
        4'b0100: show_num = num3;
        4'b1000: show_num = num4;
        default: show_num = num1;
    endcase
    case (shift_select)
        4'b0001: light_enable = (twinkle_select[0]== 1'b1)? twinkle: 1'b1; 
        4'b0010: light_enable = (twinkle_select[1]== 1'b1)? twinkle: 1'b1;
        4'b0100: light_enable = (twinkle_select[2]== 1'b1)? twinkle: 1'b1;
        4'b1000: light_enable = (twinkle_select[3]== 1'b1)? twinkle: 1'b1;
        default: light_enable = (twinkle_select[0]== 1'b1)? twinkle: 1'b1;
    endcase
end
seven_display sd(.display(output_show_num),
                 .num(show_num),
                 .enable(light_enable));
assign light_select = shift_select;
assign light = output_show_num;
endmodule
==> Slide: Implementation Results <==
Flow Results at a Glance

Job
  – Log Warnings: 27
  – Maxcap violations: 0

Final timing
  – Final Hold Fails: 0
  – Tcrit/Tclk final: 111%
  – Skew final: 0.00162 ns
  – Slew Viols, Final: 0
  – Crit path time final: approximately 1.6 ns
  – Post-route setup slack: -0.157 ns
  – # setup viols final: 2
  – Upper clock frequency limit: around 0.64 GHz
  – RSZ-0062 raised after global routing: true

Cells and area
  – Flip-flop and latch area: 90.1 sq um
  – Layout cell share with drive strength beyond 1: between 70% and 80%
  – Final non-filler cell total: 88
  – Comb gate area: about 140 sq um
  – Layout area overhead: 158%
  – Fill cells: 388
  – Final Core Density: 14.4%
  – Largest register FFs: 4

Clock tree
  – Insertion Delay late pin: 0.23 ns
  – Total CTS buffers: 3
  – H-tree levels: 1
  – TritonCTS clock tree: built
  – CTS root buffer: clkbuf_4
  – Clock-pin slew on the worst setup and hold paths: about 0.040 ns
  – Clock tree buffer depth: 2
  – Clock sinks: 4

Routing
  – Routed Antenna Nets: 0
  – Initial drt markers: 0
  – Via/cell ratio: 2.45
  – Post-route DRC: 0
  – Vias: 216
  – ANT cells: 0
  – Routed WL: 677 um
  – First drt pass iteration count: 1
  – Drt wl/cell: 7.69 um

Hold path
  – Worst min path class: reg -> reg

Logic synthesis
  – Yosys stat area: about 190 sq um
  – Unique masters post-synth: 12
  – Mean Syn Cell Area: 9.57 sq um
  – Yosys Instances: 20
  – Synth Instances: 20
  – Register area share after synthesis: between 40% and 50%
  – Flops after synth: 4
  – Synth warn: 2
  – Synthesized cell area: 191 sq um
  – Top cells by area, synth: dfxtp_1 (42%), nor2b_1 (9.8%), buf_4 (7.8%)
  – Synth area leader: dfxtp_1
  – Yosys top cell area share: 41.8%

Place
  – Placer Congestion: 0.649
  – Port Buffers: 11
  – Post-place setup slack: -0.240 ns
  – Cell count after placement: 81

Pwr
  – Pwr/cell area: between 700 and 800 nW/um^2
  – Post-layout total power: 364 uW
  – VDD IR-drop max: 0.180 mV
  – Lkg Pwr: 0.228 nW

GRT
  – Busiest grt layer: met3
  – Initial antenna violation count: 0
  – Total GRT Usage: 2.32%
  – Number of global-route vias before repair: 241
  – Met3 usage: 2.84%
  – First-pass GRT wire length: approximately 1.2 mm
  – Largest net degree at the start of global routing: 6
  – Met2 Usage GRT: roughly 2.5%
  – Congestion Overflow GR: 0
  – Global-route met1 utilization: 2.59%

Die
  – Die height: 80 um
  – Site Rows: 21
  – Chip footprint: roughly 6400 sq um
  – Die width: about 80 um
  – CORE AREA: 3420 sq um
  – IO Pins: 14
  – Fp_density: 5.60%

Status
  – Outcome: complete, but fails checks
  – Violated checks: setup timing

Worst setup path
  – CP startpoint kind: flop
  – CP Class: reg -> out
  – Crit-path max FO: 3
  – Setup crit end kind: primary output
  – CP arrival: 1.28 ns
  – Required @ worst endpoint: ~1.1 ns
path summary, 6_finish.rpt:
path                                     start                            to  slack, ns  cells past startpoint
setup reg to reg  u_senven_dis.shift_select[0]  u_senven_dis.shift_select[3]       0.45                      3
hold reg to reg   u_senven_dis.shift_select[2]  u_senven_dis.shift_select[1]       0.51                      1
setup / recovery  u_senven_dis.shift_select[0]                    segdisp[5]      -0.16                      3
hold / removal    u_senven_dis.shift_select[2]  u_senven_dis.shift_select[1]       0.51                      1
power breakdown:
group          switching (mW)  internal, mW  leakage [nW]  total (mW)
Clock                  0.0464        0.0958        0.0138       0.142
Combinational          0.0297        0.0661         0.179      0.0958
Sequential            0.00669         0.119        0.0348       0.126
Total                  0.0828         0.281         0.228       0.364
Yosys cell counts (all sizes together):
library cell	instances
o21bai	1
or2	2
nor4b	1
dfxtp	4
nor3b	1
nor2b	3
xnor2	1
nor2	2
buf	2
or3b	1
conb	2
area by class of cell:
type / count / area share (%)
multi-input cells: 14 / 28.2
repair buffers: 21 / 37.3
well taps: 46 / 11.7
flip-flops and latches: 4 / 18.3
clock buffers: 3 / 4.57
cell families (layout without fill, tap and decap cells):
family	after synthesis	in the layout	share of synthesized area, %
buffers and inverters	2	24	7.84
other	2	2	3.92
AOI/OAI and AO/OA	1	1	3.92
xor gates and xnor gates	1	1	4.58
and+or+nand+nor	10	10	37.9
DFF	4	4	41.8
worst max-delay path: stages (launching register included):
cell and delay, ns:
dfxtp_2 0.31, or2_4 0.26, or3b_1 0.35, buf_2 0.12
cells in the final DEF (no fill, tap or decap):
cell type / Yosys / routed
or3b_1: 1 / 1
or2_2: 1 / 1
buf_2: 0 / 5
clkdlybuf4s50_1: 0 / 2
nor4b_4: 0 / 1
dlygate4sd2_1: 0 / 1
clkbuf_4: 0 / 3
or2_4: 1 / 1
nor2_2: 0 / 1
buf_6: 0 / 6
nor2_4: 0 / 1
nor3b_2: 0 / 1
o21bai_1: 1 / 1
xnor2_4: 0 / 1
nor2b_1: 3 / 3
dfxtp_4: 0 / 2
dlymetal6s2s_1: 0 / 2
dfxtp_2: 0 / 2
conb_1: 2 / 2
buf_4: 2 / 5
stage by stage:
stage	TNS, ns	hold slack (ns)	cell area [sq um]
2_1_floorplan	0	0.352	191
3_3_place_gp	-0.813	0.489	389
3_5_place_dp	-0.930	0.501	389
4_1_cts	-0.476	0.515	457
5_1_grt	-0.491	0.533	493
6_report	-0.274	0.514	493
timing repair:
action,CTS,global route
pin swaps,4,4
buffers inserted,4,1
setup endpoints to repair,10,9
gates resized,32,8
hold buffers,0,0
per-layer routing:
metal | vias to the layer above | wire length [um]
met1 | 96 | 257
met5 | - | 0
met2 | 14 | 234
met3 | 2 | 171
met4 | 0 | 14
li1 | 104 | -
No activity file was given, so power comes from the tool's default toggle rates.
