==> /design/flow/design.v <==
module button(reset, clk_50M, key, hex0);
	input		reset, clk_50M;
	input		key;
	output	[6:0]hex0;
	wire 		button;
	wire		[3:0]num0;
	debounce key_db(.reset(reset), .clk_in(clk_50M), .button_in(key), .button_out(button));
	state_count s0(.reset(reset), .button(button), .state(num0));
	seg_7 seg7_0 (.num(num0), .hex(hex0));
endmodule
module debounce(reset, clk_in, button_in, button_out);
	input		reset, clk_in, button_in;
	output 	button_out;
	reg button_out;
	reg [25:0] counter;
	parameter divn_num = 5000000;
	always @(posedge clk_in) begin
		if(reset == 1'b1) begin
			counter = 5000000;
		end
		else begin
			if(button_in == 1'b1)
				counter = 0;
			else
				if(counter != 5000000)
					counter = counter + 1;
		end
	end
	always @(*) begin
		 if(counter == 4999999) begin
			  button_out <= 1'b1;
		 end
		 else 
			  button_out <= 1'b0;
	end
endmodule
module seg_7(num, hex);
	input		[3:0] num;
	output	[6:0] hex;
	reg		[6:0] r_hex;
	always@(num)
	begin
		case(num)
			4'b0000 : r_hex = 7'b1000000;
			4'b0001 : r_hex = 7'b1111001;
			4'b0010 : r_hex = 7'b0100100;
			4'b0011 : r_hex = 7'b0110000;
			4'b0100 : r_hex = 7'b0011001;
			4'b0101 : r_hex = 7'b0010010;
			4'b0110 : r_hex = 7'b0000010;
			4'b0111 : r_hex = 7'b1111000;
			4'b1000 : r_hex = 7'b0000000;
			4'b1001 : r_hex = 7'b0010000;
			4'b1010 : r_hex = 7'b0001000;
			4'b1011 : r_hex = 7'b0000011;
			4'b1100 : r_hex = 7'b1000110;
			4'b1101 : r_hex = 7'b0100001;
			4'b1110 : r_hex = 7'b0000110;
			4'b1111 : r_hex = 7'b0001110;
			default : r_hex = 7'b0111111;
		endcase
	end
	assign hex = r_hex;
endmodule
module state_count(reset, button, state);
	input		reset, button;
	output	[3:0]state;
	reg		[3:0]state;
	initial begin
		state = 4'b0;
	end
	always@ (posedge reset or posedge button) begin
		if(reset)
			state <= 4'b0;
		else 
			if(button == 1'b1) begin
				if(state != 4'b1111)
					state <= state + 1'b1;
				else
					state <= 4'b0;
			end
	end
endmodule
==> /design/flow/run.sh <==
#!/bin/bash
# OpenROAD 26Q1-2900-gdf79404cd8, Yosys 0.63+post, stock flow scripts
make -C /OpenROAD-flow-scripts/flow DESIGN_CONFIG=/design/flow/config.mk WORK_HOME=/design/flow/orfs finish
==> /design/flow/config.mk <==
export PLATFORM = sky130hd
export DESIGN_NAME = button
export DESIGN_NICKNAME = button
export VERILOG_FILES = /design/flow/design.v
export SDC_FILE = /design/flow/constraint.sdc
export NUM_CORES = 4
export LEC_CHECK = 1
export CORE_UTILIZATION = 30
==> /design/flow/constraint.sdc <==
current_design button

set clk_period 3.8
set clk_io_pct 0.2

create_clock -name clk0 -period $clk_period [get_ports {clk_50M}]

set non_clock_inputs [all_inputs -no_clocks]
set_input_delay [expr $clk_period * $clk_io_pct] -clock clk0 $non_clock_inputs
set_output_delay [expr $clk_period * $clk_io_pct] -clock clk0 [all_outputs]
==> results_slide.txt <==
Physical Implementation Snapshot

Critical path
  • Crit path DRT: 3.99 ns
  • Setup Crit Path Kind: in2reg
  • Worst setup path endpoint: key_db.counter[0]$_SDFFE_PP0N_
  • Reg2reg start: key_db.counter[2]$_SDFFE_PP0N_
  • R2r worst-path depth: 4
  • Kind of start point of the critical path: input port
  • Type of element capturing the critical path: register
  • Register-to-Register Setup Slack: 1.91 ns
  • Endpoint of the most critical register-to-register path: key_db.counter[18]$_SDFFE_PP1P_
  • Worst path arrival time: 2.16 ns
  • Launch point of the critical path: reset
  • Peak fanout along the critical path: 14

Final timing
  • Final critical path time including I/O delays and setup: 1.970 ns
  • Final setup skew: 0.007115 ns
  • Period utilization: 0.5183
  • Slew HR: 0.6629
  • Count of unclocked register or latch pins: 4
  • Setup repair after global routing missed its margin: false
  • Setup-failing EPs final: 0
  • Slew at the pin closest to its max-slew limit: 0.5044 ns
  • Achievable clock frequency: 0.5077 GHz
  • Endpoints left unconstrained: 11
  • Fin. max-slew vios: 0
  • Final Hold Violation Tally: 0
  • Setup TNS: 0 ns

Clocking
  • Buffer type at the clock tree root: clkbuf_8
  • CTS Hold Bufs: 0
  • TritonCTS clock tree: built
  • CTS buffer count: 3
  • Gates resized, CTS repair: 0
  • Clock H-tree levels: 1
  • Clock network latency to the later pin of the worst-skew pair: 0.27 ns
  • Worst-path clk slew: 0.09 ns
  • Post CTS Setup Buffer Count: 0
  • Largest buffer count on any clock path: 2

Finish
  • Post-Route Utilization: 0.3495
  • Post-route cell area: 1972 sq um
  • Top logic cell by instance count in the layout: dfxtp_1
  • Area overhead of the layout relative to synthesis: 9.368%
  • Top logic cells by instance count in the layout: 26 x dfxtp_1, 15 x nand2_1, 13 x nand3_1
  • Share of final-layout standard cells stronger than drive strength 1: 0.04245

Yosys
  • # Cells Yosys: 210
  • Chip area from the yosys synthesis statistics: 1803 sq um
  • Number of warnings printed during yosys synthesis: 3
  • Flops out of synthesis: 30
  • Netlist area before placement: 1803 sq um
  • Ys async rst share: 0.1333
  • Seq share, synth: 0.3442
  • Main flop type after synthesis: dfxtp_1
  • Post-synthesis area per instance: 8.586 sq um
  • Number of instances in the synthesized netlist: 210
  • Post-synth EDFFs: 0
  • Number of distinct library cells after synthesis: 41

Global route
  • First-pass GRT wire length: 6.541 mm
  • GR Util met2: 0.1872
  • Vias in the first global route: 1348
  • Antenna violations before repair: 0
  • M1 GR Usage: 0.2167
  • Met3 track demand over resource: 0.02204
  • Most heavily used metal layer in global routing: met1
  • Overall track demand over capacity in global routing: 0.1311
  • Overflow after GRT: 0
  • Largest net degree at the start of global routing: 18

Power
  • Net switching fraction of the power: 0.2279
  • Pwr/cell area: 253.4 nW/um^2
  • Largest voltage drop on the vdd net: 0.1785 mV
  • Net switching power: 113.9 uW
  • Internal power: 385.8 uW
  • Sequential share of power: 0.579
  • Fraction of power consumed by combinational cells: 0.069
  • Reported leakage power: 0.0006618 uW
  • Fraction of power consumed by the clock network: 0.352

Drt
  • Detailed-route vias per instance: 5.229
  • Antenna-violating nets left: 0
  • Detailed-route DRC error count: 0
  • Diode count: 0
  • Post-Route WL: 3.629 mm
  • Wire length per cell: 12.78 um
  • Vias after detailed routing: 1485
  • Pre-Repair DR Iteration Count: 4
  • Initial DRC Count: 100

Floorplan
  • Ports: 10
  • Floorplan die area: 6324 sq um
  • Area of the core: 5642 sq um
  • # rows: 27
  • Die x size: 79.53 um
  • Height of the die: 79.53 um
  • Initial Utilization: 0.3196

Min path
  • Min-Delay Path Class: reg2reg

Run
  • Max-cap violation count: 0
  • Stage-log warning count: 31

Place
  • Number of port buffers: 9
  • Placed wire-length estimate after detailed placement: 2.652 mm
  • Weighted congestion at the end of routability-driven global placement: 0.8350
  • Total placed instance area: 1917 sq um

Outcome
  • Outcome: completed
## worst max-delay path, stage by stage
cell and delay, ns:
clkdlybuf4s50_1 0.47, inv_1 0.27, nand2_1 0.38, nor3b_1 0.27
## routing by layer
metal / vias to the layer above / share of wire
met1: 665 / 0.53
met4: 0 / 0.0069
met2: 24 / 0.42
met3: 2 / 0.041
met5: - / 0
li1: 794 / -
## cell type report
cell class,instances,area (sq um)
repair buffers,9,90.09
multi-input cells,158,1075
fillers,569,3670
well taps,72,90.09
flip-flops and latches,30,620.6
clock buffers,4,55.05
inverters,11,41.29
## power groups by stage
stage | Sequential [uW] | Clock, uW | Combinational (uW)
CTS | 289 | 184 | 34.5
global route | 291 | 196 | 39.3
finish | 289 | 176 | 34.5
## synth_stat cells (all sizes together) (3+ instances only)
cell type | count | area [sq um]
nor4 | 5 | 31.28
nor2 | 12 | 45.04
a21oi | 10 | 50.05
mux2i | 3 | 30.03
nand3 | 13 | 65.06
and4 | 5 | 46.29
and3 | 4 | 25.02
buf | 5 | 43.79
nand2 | 16 | 62.56
clkbuf | 6 | 22.52
o211ai | 3 | 22.52
dfrtn | 4 | 100.1
a31oi | 5 | 31.28
and2 | 4 | 25.02
xor2 | 10 | 87.58
o311ai | 3 | 26.28
or4 | 8 | 60.06
dfxtp | 26 | 520.5
ha | 8 | 100.1
inv | 11 | 41.29
o21ai | 7 | 35.03
nand2b | 3 | 18.77
nand4 | 9 | 71.32
o31ai | 10 | 75.07
or3 | 5 | 31.28
## flip-flops by register name, summed over array words and instances (netlist names)
| name | flops |
|---|---|
| key_db.counter | 26 |
| s0.state | 4 |
## worst min path at each step
| stage | startpoint | end | slack [ns] | cells after the start |
|---|---|---|---|---|
| CTS | key_db.counter[21]$_SDFFE_PP0N_ | key_db.counter[21]$_SDFFE_PP0N_ | 0.50 | 2 |
| global route | key_db.counter[24]$_SDFFE_PP0N_ | key_db.counter[24]$_SDFFE_PP0N_ | 0.54 | 2 |
| finish | key_db.counter[21]$_SDFFE_PP0N_ | key_db.counter[21]$_SDFFE_PP0N_ | 0.50 | 2 |
## metrics by stage
step | total power, uW | cells | hold slack [ns] | worst slack, ns
2_1_floorplan | 317.8 | 210 | 0.4512 | 2.094
3_3_place_gp | 330.2 | 280 | 0.4754 | 1.542
3_5_place_dp | 329.6 | 280 | 0.4840 | 1.510
4_1_cts | 507.2 | 284 | 0.4982 | 1.799
5_1_grt | 526.7 | 284 | 0.5370 | 1.617
6_report | 499.7 | 284 | 0.4950 | 1.830
## logic make-up (layout without fill, tap and decap cells)
kind of cell | count (synthesis) | in the layout | synth area share
multiplexers | 4 | 4 | 0.02915
adder cells (fa/ha/maj) | 8 | 8 | 0.05552
buffers and inverters | 22 | 24 | 0.05968
flip-flops | 30 | 30 | 0.3442
XOR/XNOR | 11 | 11 | 0.05343
AND-OR/OR-AND | 43 | 43 | 0.1561
AND/OR/NAND/NOR | 92 | 92 | 0.3019
Power figures rest on the tool's default switching activity, not on a simulated workload.
