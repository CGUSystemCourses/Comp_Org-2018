`design/flow/run.sh`:
```
#!/bin/bash
# OpenROAD 26Q1-2900-gdf79404cd8, Yosys 0.63+post, stock flow scripts
make -C /OpenROAD-flow-scripts/flow DESIGN_CONFIG=/design/flow/config.mk WORK_HOME=/design/flow/orfs finish
```
`design/flow/config.mk`:
```
export PLATFORM = sky130hd
export DESIGN_NAME = abs_diff
export DESIGN_NICKNAME = abs_diff
export VERILOG_FILES = /design/flow/design.v
export SDC_FILE = /design/flow/constraint.sdc
export NUM_CORES = 4
export LEC_CHECK = 1
export CORE_AREA = 10 10 81 81
export DIE_AREA = 0 0 91 91
```
`design/flow/constraint.sdc`:
```
current_design abs_diff

set clk_period 4.3
set clk_io_pct 0.2

create_clock -name clk0 -period $clk_period [get_ports {clk}]

set non_clock_inputs [all_inputs -no_clocks]
set_input_delay [expr $clk_period * $clk_io_pct] -clock clk0 $non_clock_inputs
set_output_delay [expr $clk_period * $clk_io_pct] -clock clk0 [all_outputs]
```
`design/flow/design.v`:
```
module abs_diff (A, B, R, start, reset, clk);
	input	[7:0]	A;
	input	[7:0]	B;
	output	[7:0]	R;
	input			start;
	input			reset;
	input			clk;
	wire			L, S;
	control_unit u_control (
		.start (start),
		.R7 (R[7]),
		.L (L),
		.S (S),
		.reset (reset),
		.clk (clk)
	);
	data_path u_data_path (
		.A (A),
		.B (B),
		.L (L),
		.S (S),
		.R (R),
		.reset (reset),
		.clk (clk)
	);
endmodule
module control_unit (start, R7, L, S, reset, clk);
	input	start;
	input	R7;
	output	L;
	output	S;
	input	reset;
	input	clk;
	reg		[1:0]	state;
	reg				L, S;
	always @(posedge clk) begin
		if (reset)
			state <= 2'b00;
		else begin
			case (state)
				2'b00:	state <= (start)? 2'b01: 2'b00;
				2'b01:	state <= 2'b10;
				2'b10:	state <= (R7)? 2'b11: 2'b00;
				2'b11:	state <= 2'b00;
			endcase
		end
	end	 
	always @(*) begin
		case (state)
			2'b00:	{L, S} = 2'b0x;
			2'b01:	{L, S} = 2'b11;
			2'b10:	{L, S} = 2'b0x;
			2'b11:	{L, S} = 2'b10;
		endcase
	end
endmodule
module data_path (A, B, L, S, R, reset, clk);
	input	[7:0]	A, B;
	input			L, S;
	output	[7:0]	R;
	input			reset;
	input			clk;
	wire	[7:0]	X = (S)? A: 7'h0;
	wire	[7:0]	Y = (S)? B: R;
	wire	[7:0]	D = X + (~Y) + 1'b1;
	reg		[7:0]	R;
	always @(posedge clk) begin
		if (reset)
			R <= 7'h0;
		else
			R <= (L)? D: R;
	end
endmodule
```
==> results_slide.txt <==
Synthesis and Place & Route Summary

Status
  • Result of the run: finished clean

Worst setup path
  • Buf/Inv on CP: 1
  • Data required time of the critical path: about 4.4 ns
  • Worst path max stage delay: 0.40 ns
  • Largest driver fanout on the critical path: 4
  • Type of the setup path with the least slack: in -> reg
  • Launch point of the worst reg-to-reg path: u_control.state[3]
  • Arrival time of the worst setup path: between 2 and 3 ns
  • Crit. Startpoint: B[0]
  • Sort of element at the start of the critical path: input pin
  • Cell family contributing the most delay on the critical path: adder cells
  • Slowest stage cell on the critical path: fa_1
  • Cell chain of the critical path: clkdlybuf4s50_1, mux2_2, ha_1, fa_1, nor2b_1, o21a_1, nor3_1, o41ai_1
  • Type of destination of the critical path: register

Floorplanning
  • Init Core Util: 0.185
  • Y dimension of the die: 91 um
  • Die footprint: 8280 um2
  • Die width: between 90 and 100 um
  • Number of top-level pins: 27
  • Number of placement rows: 25
  • Area of the core: between 4000 and 5000 um2

Clocking
  • Number of sinks driven by the clock tree: 12
  • Hold buffer count at CTS: 0
  • Clk slew on worst S/H paths: about 0.06 ns
  • Maximum clock path buffer count: 2
  • Cts bufs inserted: 3
  • Post-cts repair resize count: 0
  • Root cell of the clock tree: clkbuf_8
  • TritonCTS clock tree: yes
  • Post-CTS Setup Inserts: 0
  • Level count of the clock H-tree: 1
  • Clk ins delay skew pair: approximately 0.24 ns

Timing
  • Unrepaired setup endpoints after global routing: no
  • Number of setup violations in the final report: 0
  • Final-layout setup total negative slack: 0 ns
  • Setup Skew: slightly above 0.004 ns
  • Slew at the pin with the worst max-slew slack: roughly 0.47 ns
  • Maximum clock frequency: about 380 MHz
  • Shortest clock period the worst path allows after layout: around 2.6 ns
  • Number of failing hold endpoints at the final stage: 0
  • Max-slew violations: 0
  • Worst path setup slack after routing: around 1.7 ns
  • Ratio of final minimum period to clock period: 0.607
  • Tightest slew margin relative to the limit: 0.683

Power
  • Power per Cell Area: about 320 nW/um2
  • Maximum resistive drop on vdd: 96.9 uV
  • Pleak: around 0.48 nW

GRT
  • Number of global-route vias before repair: approximately 770
  • Overall track demand over capacity in global routing: 0.0570
  • Largest net degree at the start of global routing: 15
  • Initial antenna violation count: 0
  • Overflow left after global routing: 0
  • First-pass GRT wire length: roughly 4 mm

Yosys
  • Yosys chip area: between 800 and 900 um2
  • Main synth FF type: dfxtp_1
  • Instance count of the mapped netlist: roughly 100
  • Syn Area/Cell: roughly 9 um2
  • Largest cells by area after synthesis: dfxtp_1, ha_1, mux2i_1
  • Register share after synthesis: 0.270
  • Fraction of post-synthesis cell area in the top cell type by area: 0.270
  • Number of synthesized flops with an enable pin: 0
  • Post-synthesis cell type with the largest combined area: dfxtp_1
  • Asr flop ratio synth: 0
  • Yosys warning tally: 2
  • Area of the mapped netlist: approximately 900 um2
  • Post-synthesis cell type count: 39
  • Post-synth regs: 12
  • Post-synthesis cell count from yosys: 101

Detailed routing
  • Top layer in use: met4
  • Pre-Repair DR Iteration Count: 4
  • Total number of vias: between 800 and 900
  • Wire length on met2: slightly below 900 um
  • Residual DRC count: 0
  • Wire length after detailed routing: 2.33 mm
  • WL met3: about 180 um
  • Wire length on met1: around 1.3 mm
  • Vias per Instance: about 4.2
  • ANT cells: 0
  • Wire length per cell: around 12 um
  • Number of antenna-violating nets in the routed design: 0
  • Detailed Route Iter0 Violations: between 40 and 50

Cells and area
  • Filler cell count in the final layout: between 500 and 600
  • Top cell excl fill/tap: clkdlybuf4s50_1
  • Most numerous logic cells after layout: clkdlybuf4s50_1, dfxtp_1, nand2_1, ha_1
  • Share of layout cells above drive strength 1: 0.0945
  • Layout Utilization: 0.261
  • Signed area change from the synthesized netlist to the final layout: 41.5%

Place
  • Routability congestion estimate: ~0.75
  • PortBufs: 26
  • Post-place setup slack: between 1 and 1.5 ns
  • Half-perimeter wire length after detailed placement: around 1.8 mm

Hold path
  • Path type of the worst min-delay path: reg -> reg
  • HP Start: u_control.state[2]

Run
  • OpenROAD warnings: 25
  • Max-capacitance violation count: 0
[sequential cells by signal, indices dropped and copies added (netlist names)]
register,cells
u_data_path.R,8
u_control.state,4
[cell type report]
type,count,area (um2),share of cell area
inverter,5,18.8,0.0149
clock buffer,3,41.3,0.0328
multi-input combinational,80,607,0.482
sequential,12,240,0.191
tap,67,83.8,0.0666
timing repair buffer,27,268,0.213
[cell families after synthesis]
| group | Yosys count | synth area share |
|---|---|---|
| buffers and inverters | 9 | 0.0478 |
| and+or+nand+nor | 35 | 0.219 |
| adders and majority gates | 8 | 0.121 |
| DFF | 12 | 0.270 |
| muxes | 7 | 0.0816 |
| xor gates and xnor gates | 2 | 0.0197 |
| AOI/OAI and AO/OA | 28 | 0.241 |
[power by group]
group | switching (mW) | internal, mW
clock network | 0.0425 | 0.0618
registers | 0.0109 | 0.124
logic | 0.0695 | 0.0892
[final timing paths]
check	depth (start not counted)	slack [ns]	to
setup reg to reg	9	1.83	u_data_path.R[4]
hold reg to reg	1	0.44	u_control.state[1]
hold / removal	1	0.44	u_control.state[1]
setup / recovery	8	1.69	u_data_path.R[4]
[synth_stat cells (3+ instances only)]
library cell	n
a21oi_1	5
mux2i_1	5
nor2_1	3
inv_1	4
nand3_1	4
o21a_1	5
and2_1	5
o211ai_1	4
nor3_1	4
dfxtp_1	12
nand2_1	7
ha_1	7
[worst reg2reg max path: cells and delay by family (launching register included)]
kind,cells,cell delay [ns]
compound gates,2,0.42
fa+ha+maj,2,0.62
buf+inv,1,0.24
flops,1,0.35
mux,1,0.36
simple gates,3,0.37
[through the flow]
step                      hold WS, ns  cell area (um2)  cells  power [mW]
after CTS                       0.442             1260    194       0.402
final                           0.444             1260    194       0.398
after global placement          0.422             1220    191       0.298
after floorplan                 0.414              890    101       0.240
after global routing            0.473             1260    194       0.431
after detailed placement        0.444             1220    191       0.297
[routing by layer]
metal  global-route usage  up-vias
li1                     -      430
met1               0.0853      357
met2               0.0776       27
met3               0.0224        2
met4              0.00522        0
met5                    0        -
Power figures rest on the tool's default switching activity, not on a simulated workload.
